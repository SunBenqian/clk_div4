File: flow/config.mk
export PLATFORM = sky130hd
export DESIGN_NAME = clk_div_4_1
export DESIGN_NICKNAME = clk_div_4_1
export VERILOG_FILES = /design/flow/design.v
export SDC_FILE = /design/flow/constraint.sdc
export NUM_CORES = 4
export LEC_CHECK = 1
export CORE_AREA = 10 10 70 70
export DIE_AREA = 0 0 80 80
File: flow/constraint.sdc
current_design clk_div_4_1

set clk_period 1.0
set clk_io_pct 0.2

create_clock -name clk0 -period $clk_period [get_ports {clk}]

set non_clock_inputs [all_inputs -no_clocks]
set_input_delay [expr $clk_period * $clk_io_pct] -clock clk0 $non_clock_inputs
set_output_delay [expr $clk_period * $clk_io_pct] -clock clk0 [all_outputs]
File: flow/design.v
module clk_div_4_1 (
	input	wire			clk,
	input 	wire			rst,
	output 	reg		[1:0]	po_cnt = 2'd0
	);
reg 	[1:0]	cnt;
reg				clk_4;
always @(posedge clk)
begin
	if (rst == 1'b1)
		cnt <= 'd0;
	else 
	begin
		if (cnt == 2'd3)
			cnt <= 'd0;
		else 
			cnt <= cnt + 1'b1;
	end
end
always @ (posedge clk)
begin
	if (rst == 1)
		clk_4 <= 0;
	else 
	begin
		if (cnt == 2'd1)
		begin
			clk_4 <= 1'b1;
		end
		else if(cnt == 2'd3)
		begin
			clk_4 <= 1'b0;
		end
	end
end
always @(posedge clk_4)
begin
	if (rst == 1'b1)
		begin
			po_cnt <= 2'd0;
		end
	else 
	begin
		if (po_cnt == 2'd3)
			begin
				po_cnt <= 2'd0;
			end
		else 
		begin
			po_cnt <= po_cnt + 1'b1;
		end
	end
end
endmodule 
File: flow/run.sh
#!/bin/bash
# OpenROAD 26Q1-2900-gdf79404cd8, Yosys 0.63+post, stock flow scripts
make -C /OpenROAD-flow-scripts/flow DESIGN_CONFIG=/design/flow/config.mk WORK_HOME=/design/flow/orfs finish
==> flow_metrics.env <==
# flow metrics
export IMPL_worst_ep_required_time_ns=1.15
export IMPL_untimed_endpoints=4
export IMPL_grt_pass1_vias=154
export IMPL_initCoreUtil_pct=5.35
export IMPL_critPathSlowestCell="dfxtp_1"
export IMPL_critPathTopFamily="flip-flops"
export IMPL_netlist_area_sq_um=183
export IMPL_cts_root_buf="clkbuf_4"
export IMPL_port_buffers=3
export IMPL_slew_viol_final=0
export IMPL_drt_iter0_markers=0
export IMPL_power_density_nw_per_um2=1420
export IMPL_crit_buf_inv=1
export IMPL_syn_area_per_cell_sq_um=11.4
export IMPL_fmax_ghz=1.11
export IMPL_antenna_cells=0
export IMPL_syn_inst=16
export IMPL_start_kind="register"
export IMPL_status="finished clean"
export IMPL_whs_ns=0.483
export IMPL_cpPeakStageDelay_ns=0.32
export IMPL_firstDrtPassIters=1
export IMPL_clock_latency_ns=0.23
export IMPL_clock_skew_ns=0.000262
export IMPL_worst_ir_drop_vdd_uv=172
export IMPL_wl_um=336
export IMPL_setup_violations=0
export IMPL_final_hold_viol_count=0
export IMPL_met1_usage_pct=1.00
export IMPL_worst_setup_path_end_kind="register"
export IMPL_power_leakage_uw=0.000108
export IMPL_warning_count=26
export IMPL_crit_type="reg -> reg"
export IMPL_grt_util_met3_pct=1.36
export IMPL_htree_levels=1
export IMPL_worst_slew_pin_slew_ns=0.193
export IMPL_cts_made_buffers=3
export IMPL_gp_congestion=0.638
export IMPL_critical_path_peak_fanout=2
export IMPL_hold_buffers=0
export IMPL_maxCapViolCount=0
export IMPL_grt_max_degree=6
export IMPL_worstPathArrival_ns=1.05
export IMPL_clk_path_buf_depth=2
export IMPL_use_met2_pct=1.61
export IMPL_die_h_um=80
export IMPL_cts_tree="done"
export IMPL_yosys_warnings=1
export IMPL_tns_ns=0
export IMPL_rsz0062_at_grt="false"
export IMPL_wl_per_cell_um=4.87
export IMPL_ant_nets=0
export IMPL_cts_resized=0
export IMPL_fp_coreArea_sq_um=3420
export IMPL_relSlewSlack_pct=87.1
export IMPL_io_pins=4
export IMPL_synth_distinct_cells=7
export IMPL_vias_per_cell=1.83
export IMPL_layout_drive_gt1_share_pct=17.4
export IMPL_crit_chain="inv_1 -> ha_1 -> nor3_1"
export IMPL_grt_overflow=0
export IMPL_vias=126
export IMPL_post_cts_buffers=0
export IMPL_synth_seq_share_pct=54.8
export IMPL_synth_flops=5
export IMPL_grt_pass1_wl_um=565
export IMPL_post_dp_hpwl_um=262
export IMPL_clkTransAtPathRegs_ns=0.04
export IMPL_chipArea_sq_um=6400
export IMPL_hp_class="reg -> reg"
export IMPL_yosys_cells=16
export IMPL_antenna_found_initial=0
export IMPL_die_x_um=80
export IMPL_fin_crit_sh_pct=90.5
export IMPL_drc=0
export IMPL_gr_usage_all_layers_pct=1.18
export IMPL_unclocked_pins=2
export IMPL_synthToLayoutAreaGrowth_pct=62.3
export IMPL_ys_chip_area_sq_um=183
export IMPL_grt_busiest_layer="met2"
export IMPL_num_rows=21
export IMPL_fin_crit_ns=0.905
[metal layers]
layer,vias up,share of wire (%)
met5,-,0
met4,0,0
met3,0,20
met2,4,42
met1,55,38
li1,67,-
[cells in the final DEF (no fill, tap or decap)]
| master | n |
|---|---|
| clkdlybuf4s50_1 | 3 |
| inv_1 | 2 |
| nor3_1 | 3 |
| a21oi_2 | 1 |
| nand2b_1 | 1 |
| clkbuf_1 | 1 |
| nor3b_1 | 1 |
| dfxtp_1 | 5 |
| clkbuf_4 | 3 |
| ha_1 | 3 |
[cell families (layout without fill, tap and decap cells)]
| group | count (synthesis) | after routing | synth area share (%) |
|---|---|---|---|
| buf+inv | 2 | 9 | 4.11 |
| simple gates | 5 | 5 | 15.8 |
| compound gates | 1 | 1 | 4.80 |
| flops | 5 | 5 | 54.8 |
| fa+ha+maj | 3 | 3 | 20.6 |
[power by group]
part | total [uW] | internal [uW] | switching (uW)
registers | 161 | 149 | 12.0
logic | 50.6 | 28.6 | 22.0
clock network | 209 | 149 | 60.0
[path summary, 6_finish.rpt]
| kind | start | slack (ns) | cells after the start | endpoint |
|---|---|---|---|---|
| max reg2reg | cnt[1] | 0.1 | 3 | cnt[1] |
| max | cnt[1] | 0.1 | 3 | cnt[1] |
| min | cnt[0] | 0.48 | 1 | cnt[0] |
| min reg2reg | cnt[0] | 0.48 | 1 | cnt[0] |
[Yosys cell counts, drive strengths merged]
master,instances,area (sq um)
a21oi,1,8.76
dfxtp,5,100
ha,3,37.5
inv,2,7.51
nand2b,1,6.26
nor3,3,15.0
nor3b,1,7.51
[flip-flops by register name (all words and copies together) (netlist names)]
| signal | flops |
|---|---|
| clk_4 | 1 |
| po_cnt | 2 |
| cnt | 2 |
[metrics by stage]
stage          power, uW  cells  area [sq um]  worst slack, ns  utilization [%]
2_1_floorplan        191     16           183            0.161                -
3_3_place_gp         209     65           270           0.0558             7.91
5_1_grt              448     69           297          0.00705             8.68
3_5_place_dp         215     65           270           0.0270             7.91
6_report             421     69           297           0.0951             8.68
4_1_cts              439     69           297           0.0673             8.68
[cell type report]
class / count / area (sq um)
inverter: 2 / 7.51
fill: 407 / 3120
tap: 46 / 57.6
clock buffer: 4 / 26.3
multi-input combinational: 9 / 75.1
timing repair buffer: 3 / 30.0
sequential: 5 / 100
Power and IR drop assume default switching activity.
