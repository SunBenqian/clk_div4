`flow/design.v`:
```
module clk_div_4_2 (
	input	wire			clk,
	input 	wire			rst,
	output 	reg		[1:0]	po_cnt = 2'd0
	);
reg 	[1:0]	cnt;
reg				div_flag;
always @(posedge clk)
begin
	if (rst == 1'b1)
		cnt <= 'd0;
	else 
	begin
		if (cnt == 2'd3)
			cnt <= 'd0;
		else 
			cnt <= cnt + 1'b1;
	end
end
always @ (posedge clk)
begin
	if (rst == 1'b1)
		div_flag <= 1'b0;
	else 
	begin
		if (cnt == 2'd1)
		begin
			div_flag <= 1'b1;
		end
		else 
		begin
			div_flag <= 1'b0;
		end
	end
end
always @(posedge clk)
begin
	if (rst == 1'b1)
		begin
			po_cnt <= 2'd0;
		end
	else 
	begin
		if(div_flag == 1'b1)
		begin
			po_cnt <= po_cnt + 1'b1;
		end
	end
end
endmodule 
```
`flow/run.sh`:
```
#!/bin/bash
# OpenROAD 26Q1-2900-gdf79404cd8, Yosys 0.63+post, stock flow scripts
make -C /OpenROAD-flow-scripts/flow DESIGN_CONFIG=/design/flow/config.mk WORK_HOME=/design/flow/orfs finish
```
`flow/config.mk`:
```
export PLATFORM = sky130hd
export DESIGN_NAME = clk_div_4_2
export DESIGN_NICKNAME = clk_div_4_2
export VERILOG_FILES = /design/flow/design.v
export SDC_FILE = /design/flow/constraint.sdc
export NUM_CORES = 4
export LEC_CHECK = 1
export CORE_AREA = 10 10 70 70
export DIE_AREA = 0 0 80 80
```
`flow/constraint.sdc`:
```
current_design clk_div_4_2

set clk_period 1.1
set clk_io_pct 0.2

create_clock -name clk0 -period $clk_period [get_ports {clk}]

set non_clock_inputs [all_inputs -no_clocks]
set_input_delay [expr $clk_period * $clk_io_pct] -clock clk0 $non_clock_inputs
set_output_delay [expr $clk_period * $clk_io_pct] -clock clk0 [all_outputs]
```
==> results.txt <==
Setup_tns -> 0 ps
Final worst setup slack -> 92.1 ps
Post-synth cell types -> 10
Required @ worst endpoint -> 880 ps
R2R cell count -> 3
P_leak -> 0.120 nW
Clk_skew -> 2.75 ps
Routability cong. -> 0.613
Arrival @ worst endpoint -> 790 ps
Worst-path clk slew -> 40 ps
Vias in the first global route -> 151
Root Driver -> clkbuf_4
Worst-path fanout max -> 2
Routed wl met3 -> 96 um
Mapped Cells -> 16
Clock period minus final worst setup slack -> 1010 ps
Post-synth regs -> 5
FF-to-FF Start -> cnt[1]
Reg-to-reg slack, setup -> 230 ps
Final antenna diode count -> 0
H-Tree Level Count -> 1
Final Util -> 9.16%
Max Clock Freq -> 992 MHz
Routed WL per cell -> 5.23 um
CP bufs+invs -> 1
HP Start -> cnt[0]
Sequential share of the synthesized area -> 54.4%
Cell Area, Synth -> 184 um^2
DR WL met2 -> 107 um
Max-slew violation count -> 0
Crit path launch type -> flop
Global Route Usage Sum -> 1.44%
DR top layer -> met3
Cycle use final -> 91.6%
YS chip area -> 184 um^2
Post-Route M1 WL -> 167 um
Power Density -> 1500 nW/um^2
Largest net degree at the start of global routing -> 6
Drt via density -> 1.93
Num CTS Buffers -> 3
Critical path class -> flop to output port
Placed insts -> 66
IO Count -> 4
Hold Path Sink -> cnt[0]
Max-cap violations -> 0
Yosys warns -> 1
Final instance count without filler cells -> 71
DIE WIDTH -> 80 um
Final setup vio count -> 0
Avg Cell Area, Syn -> 11.5 um^2
Hold Crit Class -> flop to flop
Final WL -> 371 um
CTS Hold Buffers Added -> 0
Crit. End Element -> output port
CORE AREA -> 3420 um^2
TritonCTS clock tree -> built
Latency at later pin -> 240 ps
Total stage count of the critical path -> 1
Port bufs -> 3
RSZ-0062 raised after global routing -> false
Slew margin rel. -> 85.1%
Reg2reg end -> cnt[1]
GRT overflow -> 0
Crit-path slowest cell -> dfxtp_2
Die area -> 6400 um^2
Most numerous logic cells after layout -> 3 x clkbuf_4, 3 x dfxtp_1
Final Hold Fails -> 0
Crit path max-delay family -> flip-flops
Height of the die -> 80 um
Vias -> 137
Post-route DRC -> 0
Yosys Instances -> 16
Status -> finished, final reports clean
Hpwl dp -> 280 um
Ratio of cells with drive above 1 in the final layout -> 32.0%
Pre-CTS WS -> 67.5 ps
Hold Slack -> 469 ps
Crit path cell chain -> dlygate4sd2_1
Num rows -> 21
First-pass GRT wire length -> 676 um
Drt first pass iters -> 2
Clock buffer depth -> 2
Tool warnings -> 26
Initial DRC count -> 6
Largest stage delay, worst path -> 310 ps
Core utilization at floorplan -> 5.38%
Clock sink count -> 5
Area Growth Syn to Fin -> 70.1%
Initial antenna violation count -> 0
Slew @ Worst Pin -> 222 ps
Max rail drop VDD -> 426 uV
ANT nets after route -> 0
Number of stages on the worst hold path -> 1
[Yosys cell counts]
master	n	area (um^2)
dfxtp_1	5	100
ha_1	2	25.0
nor3_1	2	10.0
a21bo_1	1	10.0
a21oi_2	1	8.76
inv_1	1	3.75
nand3b_1	1	7.51
nor2_1	1	3.75
nor2b_1	1	6.26
xnor2_1	1	8.76
[worst reg2reg max path: cells and delay by family, from the launching register on]
family                   cells  cell delay, ps
AND/OR/NAND/NOR              1             160
adder cells (fa/ha/maj)      1             260
flip-flops                   1             330
buffers and inverters        1              50
[power by group]
part / leakage, nW / switching (W) / internal, W
logic: 0.0631 / 0.0000195 / 0.0000294
registers: 0.0421 / 0.0000113 / 0.000200
clock network: 0.0150 / 0.0000703 / 0.000137
total: 0.120 / 0.000101 / 0.000367
[flip-flops by register name, summed over array words and instances (netlist names)]
| signal | flops |
|---|---|
| po_cnt | 2 |
| div_flag | 1 |
| cnt | 2 |
[kinds of logic (layout without fill, tap and decap cells)]
family	Yosys count	after routing	synth area share, %
AOI/OAI and AO/OA	2	2	10.2
buffers and inverters	1	10	2.04
adders and majority gates	2	2	13.6
xor gates and xnor gates	1	1	4.76
DFF	5	5	54.4
and+or+nand+nor	5	5	15.0
[layout make-up]
| cell class | instances | area [um^2] |
|---|---|---|
| fill | 413 | 3100 |
| sequential | 5 | 103 |
| multi-input combinational | 10 | 80.1 |
| tap | 46 | 57.6 |
| timing repair buffer | 5 | 42.5 |
| clock buffer | 4 | 26.3 |
| inverter | 1 | 3.75 |
[worst max-delay path by stage]
stage / endpoint / startpoint / slack (ps)
6_report: po_cnt[1] / po_cnt[1] / 90
5_1_grt: po_cnt[1] / po_cnt[1] / 50
4_1_cts: po_cnt[1] / po_cnt[1] / 80
[metrics by stage]
step	instance area [um^2]	power (W)
6_report	313	0.000468
5_1_grt	313	0.000511
4_1_cts	313	0.000481
3_3_place_gp	279	0.000260
2_1_floorplan	184	0.000237
3_5_place_dp	279	0.000266
[layer usage]
| metal | global-route usage [%] | up-vias |
|---|---|---|
| li1 | - | 72 |
| met1 | 1.60 | 56 |
| met2 | 1.20 | 9 |
| met3 | 2.50 | 0 |
| met4 | 0.176 | 0 |
| met5 | 0 | - |
[what timing repair did]
action	CTS	global route
setup endpoints to repair	2	0
gates resized	4	0
setup buffers	1	0
No activity file was given, so power comes from the tool's default toggle rates.
